## /design/flow/config.mk

```make
export PLATFORM = sky130hd
export DESIGN_NAME = alu
export DESIGN_NICKNAME = alu
export VERILOG_FILES = /design/flow/design.v
export SDC_FILE = /design/flow/constraint.sdc
export NUM_CORES = 4
export LEC_CHECK = 1
export CORE_UTILIZATION = 50
```

## /design/flow/constraint.sdc

```tcl
current_design alu

set clk_period 16.6
set clk_io_pct 0.2

create_clock -name clk0 -period $clk_period

set non_clock_inputs [all_inputs -no_clocks]
set_input_delay [expr $clk_period * $clk_io_pct] -clock clk0 $non_clock_inputs
set_output_delay [expr $clk_period * $clk_io_pct] -clock clk0 [all_outputs]
```

## /design/flow/design.v

```verilog
`timescale 1ns / 1ps
module alu(
           input [7:0] A,B,   
           input [3:0] ALU_Sel, 
           output [7:0] ALU_Out,  
           output CarryOut  
    );
    reg [7:0] ALU_Result;
    wire [8:0] tmp;
    assign ALU_Out = ALU_Result;  
    assign tmp = {1'b0,A} + {1'b0,B};
    assign CarryOut = tmp[8];  
    always @(*)
    begin
        case(ALU_Sel)
        4'b0000:  
           ALU_Result = A + B ; 
        4'b0001:  
           ALU_Result = A - B ;
        4'b0010:  
           ALU_Result = A * B;
        4'b0011:  
           ALU_Result = A/B;
        4'b0100:  
           ALU_Result = A<<1;
         4'b0101:  
           ALU_Result = A>>1;
         4'b0110:  
           ALU_Result = {A[6:0],A[7]};
         4'b0111:  
           ALU_Result = {A[0],A[7:1]};
          4'b1000:  
           ALU_Result = A & B;
          4'b1001:  
           ALU_Result = A | B;
          4'b1010:  
           ALU_Result = A ^ B;
          4'b1011:  
           ALU_Result = ~(A | B);
          4'b1100:  
           ALU_Result = ~(A & B);
          4'b1101:  
           ALU_Result = ~(A ^ B);
          4'b1110:  
           ALU_Result = (A>B)?8'd1:8'd0 ;
          4'b1111:  
            ALU_Result = (A==B)?8'd1:8'd0 ;
          default: ALU_Result = A + B ; 
        endcase
    end
endmodule
```

## /design/flow/run.sh

```bash
#!/bin/bash
# OpenROAD 26Q1-2900-gdf79404cd8, Yosys 0.63+post, stock flow scripts
make -C /OpenROAD-flow-scripts/flow DESIGN_CONFIG=/design/flow/config.mk WORK_HOME=/design/flow/orfs finish
```

==> results.yml <==
# synthesis and place-and-route metrics
min_path:
  holdCritPathClass: "input port to output pin"
  whs_path_depth: 7
drt:
  vias: 4519
  remaining_drc_errors: 0
  route.antenna.remaining_nets: 0
  wl_met2_mm: 5.981
  wl_per_cell_um: 18.31
  post_drt_via_cell_ratio: 6.050
  top_routing_layer_in_use: "met4"
  route.final.wire_length_mm: 13.68
  initial_drt_pass_iterations: 7
  detailedRoute.firstIterationViolations: 334
  met3_length_um: 966
  n_antenna_cell: 0
  routedLengthMet1_mm: 6.196
worst_setup_path:
  cp.depth: 50
  critical_path.most_common_cell: "sky130_fd_sc_hd__buf_4"
  cp.arrival_ps: 12620
  worst_path_largest_cell_delay_ps: 440
  setup.worst_path.start_class: "input port"
  critPathRequiredTime_ps: 13280
  cp_slowest_cell: "sky130_fd_sc_hd__clkdlybuf4s50_1"
  critical-path-top-delay-family: "AND-OR/OR-AND gates"
  path_class: "input port to output pin"
  peak_fanout_along_the_critical_path: 8
  timing.critical_path.to_type: "output pin"
  critPathBufInv: 9
timing:
  rsz0062_at_grt: "false"
  setup-violations-final: 0
  achievable-frequency_mhz: 62.72
  layout_worst_path_cycle_share_pct: 96.04
  layout_setup_ws_ps: 656.9
  worst_slew_margin_rel_pct: 55.25
  final.setup.tns_ps: 0
  worst_margin_pin_slew_ps: 669.9
  maxSlewViolCount: 0
  number_of_hold_violations_in_the_final_report: 0
  final.min_clock_period_ps: 15940
power:
  p_per_area_nw_per_um2: 42.36
  total_leakage_power_nw: 2.373
  vdd_drop_max_uv: 22.80
die:
  effective_utilization_at_floorplan_pct: 52.16
  fp.coreArea_um2: 7807
  fp-row-count: 32
  die_h_um: 92.25
  chipArea_um2: 8510
  die_x_um: 92.25
  io_pins: 29
final_layout:
  layout_fillers: 689
  stdcell_count: 747
  logic_area_um2: 3930
  final-seq-area_um2: 0
  area_growth_syn_to_layout_pct: 25.31
  nFlopsAndLatches: 0
  utilization_pct: 65.37
  clockBufferCount: 0
  drive_above_1_share_pct: 18.60
place:
  place_congestion: 1.028
  post-dp-hpwl_mm: 10.36
  placement.setup.worst_slack_ps: -245.7
  portBuffers: 29
  placed_cells_incl_taps: 732
logic_synthesis:
  postSynthCellCount: 571
  synthTopCellsByArea: "sky130_fd_sc_hd__ha_1 (24%), sky130_fd_sc_hd__xnor2_1 (7.1%), sky130_fd_sc_hd__fa_1 (6.9%)"
  yosys_warnings: 1
  postSynthSeqShare_pct: 0
  synth_area_leader_cell: "sky130_fd_sc_hd__ha_1"
  ys_cells: 571
  syn-mean-instance-area_um2: 7.132
  synth.lib_cells_used.distinct: 69
  synth.yosys.chip_area_um2: 4073
  area_share_top_type_pct: 24.27
  mappedNetlistArea_um2: 4073
global_route:
  pin_count_of_the_biggest_net_entering_global_routing: 45
  groute.usage.overall_pct: 33.06
  initial_antenna_violation_count: 0
  global_route_wire_length_before_repair_mm: 21.47
  first_global_vias: 4176
  globalRoute.totalOverflow: 0
run:
  warning_count: 53
  drv.max_cap_violation_count: 0
status:
  status: "complete, no violations"
clocking:
  number_of_hold_buffers_added_after_cts: 0
-- final timing paths --
path / from / end / slack [ps]
setup / recovery: B[5] / ALU_Out[0] / 660
hold / removal: B[7] / ALU_Out[0] / 7570
-- layer usage --
metal | global-route usage (%) | vias up
li1 | - | 2194
met1 | 46.91 | 2106
met2 | 51.37 | 185
met3 | 3.882 | 34
met4 | 13.28 | 0
met5 | 0 | -
-- synthesized netlist by cell type, drive strengths merged, types with 6 or more instances --
library cell and instances:
ha 79, nor2 64, inv 55, a21oi 44
o21ai 35, nand2 33, xnor2 33, clkbuf 22
nor3 18, fa 14, a21o 12, nand2b 10
nand3 9, o21a 9, mux2 8, xor2 8
a211oi 7, mux2i 7, nor2b 7, a22oi 6
-- final cells by class --
class	count	area share, %
Inverter	56	4.119
Multi-Input combinational cell	489	77.00
Timing Repair Buffer	100	16.38
Tap cell	102	2.501
-- kinds of logic after synthesis --
group,synth area share [%]
mux,3.933
compound gates,29.28
simple gates,19.14
xor+xnor,8.817
buf+inv,7.680
fa+ha+maj,31.15
-- power by group --
part | internal (mW) | switching, mW | leakage [nW]
clock | 0 | 0 | 0
combinational | 0.103 | 0.113 | 2.37
sequential | 0 | 0 | 0
total | 0.103 | 0.113 | 2.37
-- tightest hold or removal path, cell delays in order --
cell                             delay [ps]
sky130_fd_sc_hd__dlymetal6s2s_1         150
sky130_fd_sc_hd__buf_4                  160
sky130_fd_sc_hd__inv_1                  140
sky130_fd_sc_hd__ha_1                   160
sky130_fd_sc_hd__o21ai_0                120
sky130_fd_sc_hd__nand4b_1               110
sky130_fd_sc_hd__dlymetal6s2s_1          90
-- metrics by stage --
step           total power, mW  cell area (µm²)  hold WS (ps)
2_1_floorplan           0.1358             4073          6859
3_3_place_gp            0.1977             4816          7919
6_report                0.2162             5104          7574
5_1_grt                 0.2397             5104          7663
4_1_cts                 0.2035             4863          7932
3_5_place_dp            0.1993             4816          7931
-- cells in the final DEF, fill, tap and decap left out, drive strengths merged, types with 5 or more instances in the layout --
cell type	count
a211oi	7
a21o	12
a21oi	44
a22oi	6
and2	5
buf	71
clkdlybuf4s50	24
dlymetal6s2s	5
fa	14
ha	79
inv	55
mux2	8
mux2i	7
nand2	33
nand2b	10
nand3	9
nor2	64
nor2b	7
nor3	18
o211ai	5
o21a	10
o21ai	35
xnor2	33
xor2	8
-- timing repair --
| action | CTS | global route |
|---|---|---|
| gates resized | 6 | 38 |
| gates cloned | 1 | 0 |
| pin swaps | 2 | 26 |
| setup buffers | 3 | 11 |
| endpoints found under the setup margin | 1 | 1 |
Power figures rest on the tool's default switching activity, not on a simulated workload.
